--- design/flow/design.v ---
module Fifo#(parameter DATA_SIZE=8,parameter ADDR_SIZE=4)(write_clk,read_clk,write_data,read_data,write_inc,read_inc,write_reset,read_reset,full,empty);
input write_clk,read_clk,write_inc,read_inc,write_reset,read_reset;
input[DATA_SIZE-1:0] write_data;
output empty,full;
output[DATA_SIZE-1:0] read_data;
wire fifo_empty,fifo_full;
wire[ADDR_SIZE-1:0] write_addr,read_addr;
wire[ADDR_SIZE:0] r2wr_ptr,r2wr_ptr_sync,wr2r_ptr,wr2r_ptr_sync;
fifo_mem  #(DATA_SIZE,ADDR_SIZE) mem(.write_addr(write_addr),.write_data(write_data),.read_data(read_data),.read_addr(read_addr),.write_clk(write_clk),.write_clk_en(write_inc),.write_full(fifo_full));
write_full  #(ADDR_SIZE) writer(.write_addr(write_addr),.write_ptr(wr2r_ptr),.full(fifo_full),.write_clk(write_clk),.write_reset(write_reset),.write_inc(write_inc),.read_ptr_sync(r2wr_ptr_sync));
read_empty  #(ADDR_SIZE) reader(.read_reset(read_reset),.read_clk(read_clk),.read_inc(read_inc),.write_ptr_sync(wr2r_ptr_sync),.read_addr(read_addr),.read_ptr(r2wr_ptr),.empty(fifo_empty));
read_to_write_sync  #(ADDR_SIZE) writer_clk_domain(.read_ptr(r2wr_ptr),.write_clk(write_clk),.write_reset(write_reset),.read_sync_ptr(r2wr_ptr_sync));
write_to_read_sync  #(ADDR_SIZE) reader_clk_domain(.write_ptr(wr2r_ptr),.read_clk(read_clk),.read_reset(read_reset),.write_sync_ptr(wr2r_ptr_sync));
assign empty = fifo_empty;
assign full = fifo_full;
endmodule
module fifo_mem#(parameter DATA_SIZE=8,parameter ADDR_SIZE=4)(write_addr,write_data,read_data,read_addr,write_clk,write_clk_en,write_full);
parameter DEPTH=1<<ADDR_SIZE;
input[DATA_SIZE-1:0] write_data;
input[ADDR_SIZE-1:0] write_addr,read_addr;
output[DATA_SIZE-1:0] read_data;
input write_clk,write_clk_en,write_full;
reg[DATA_SIZE-1:0] mem[0:DEPTH-1];
always@(posedge write_clk)
	if(write_clk_en && ~write_full)
		mem[write_addr]<=write_data;
assign read_data = mem[read_addr];
endmodule
module read_empty#(parameter ADDR_SIZE = 4)(read_reset,read_clk,read_inc,write_ptr_sync,read_addr,read_ptr,empty);
input read_clk,read_reset,read_inc;
input[ADDR_SIZE:0]write_ptr_sync;
output empty;
output[ADDR_SIZE-1:0] read_addr;
output[ADDR_SIZE:0] read_ptr;
reg[ADDR_SIZE:0] present_bin,present_gray;
reg present_empty;
wire[ADDR_SIZE:0] next_bin,next_gray;
wire next_empty;
always@(posedge read_clk or negedge read_reset)
 if(!read_reset)
	begin
		{present_bin,present_gray}<=0;
		present_empty<=1'b1;
	end
 else
	begin
		{present_bin,present_gray}<={next_bin,next_gray};
		present_empty<=next_empty;
	end	
assign next_bin = present_bin + (read_inc & ~present_empty);
assign next_gray = next_bin ^ (next_bin>>1);
assign read_addr = present_bin[ADDR_SIZE-1:0];
assign read_ptr = present_gray;
assign next_empty = (next_gray==write_ptr_sync);
assign empty = present_empty;
endmodule
module read_to_write_sync#(parameter ADDR_SIZE=4)(read_ptr,write_clk,write_reset,read_sync_ptr);
input[ADDR_SIZE:0] read_ptr;
input write_clk,write_reset;
output reg[ADDR_SIZE:0] read_sync_ptr;
reg[ADDR_SIZE:0]ptr_1;
always@(posedge write_clk or negedge write_reset)
	if(!write_reset)
		{read_sync_ptr,ptr_1}<=0;
	else	
		{read_sync_ptr,ptr_1}<={ptr_1,read_ptr};
endmodule
module write_full#(parameter ADDR_SIZE = 4)(write_addr,write_ptr,full,write_clk,write_reset,write_inc,read_ptr_sync);
input write_clk,write_reset,write_inc;
output full;
input[ADDR_SIZE:0] read_ptr_sync;
output[ADDR_SIZE-1:0] write_addr;
output[ADDR_SIZE:0] write_ptr;
reg[ADDR_SIZE:0] present_bin,present_gray;
reg present_full;
wire[ADDR_SIZE:0] next_bin,next_gray;
wire next_full;
always@(posedge write_clk or negedge write_reset)
 if(!write_reset)
	begin
		present_bin<=0;
		present_gray<=0;
		present_full<=1'b0;
	end
 else
   begin
		present_bin<=next_bin;
		present_gray<=next_gray;
		present_full<=next_full;
	end	
assign next_bin = present_bin + (write_inc & ~present_full);
assign next_gray = (next_bin>>1) ^ next_bin;
assign next_full = ((read_ptr_sync[ADDR_SIZE-1]!=present_gray[ADDR_SIZE-1]) && (read_ptr_sync[ADDR_SIZE-2]!=present_gray[ADDR_SIZE-2]) && (read_ptr_sync[ADDR_SIZE-3:0]==present_gray[ADDR_SIZE-3:0]));
assign write_addr = present_bin[ADDR_SIZE-1:0];
assign write_ptr = present_gray;
assign full = present_full;
endmodule
module write_to_read_sync#(parameter ADDR_SIZE=4)(write_ptr,read_clk,read_reset,write_sync_ptr);
input[ADDR_SIZE:0] write_ptr;
input read_clk,read_reset;
output reg[ADDR_SIZE:0] write_sync_ptr;
reg[ADDR_SIZE:0]ptr_1;
always@(posedge read_clk or negedge read_reset)
	if(!read_reset)
		{write_sync_ptr,ptr_1}<=0;
	else	
		{write_sync_ptr,ptr_1}<={ptr_1,write_ptr};
endmodule
--- design/flow/constraint.sdc ---
current_design Fifo

set clk_period 3.6
set clk_io_pct 0.2

create_clock -name clk0 -period $clk_period [get_ports {read_clk}]
create_clock -name clk1 -period $clk_period [get_ports {write_clk}]

set non_clock_inputs [all_inputs -no_clocks]
set_input_delay [expr $clk_period * $clk_io_pct] -clock clk0 $non_clock_inputs
set_output_delay [expr $clk_period * $clk_io_pct] -clock clk0 [all_outputs]
--- design/flow/run.sh ---
#!/bin/bash
# OpenROAD 26Q1-2900-gdf79404cd8, Yosys 0.63+post, stock flow scripts
make -C /OpenROAD-flow-scripts/flow DESIGN_CONFIG=/design/flow/config.mk WORK_HOME=/design/flow/orfs finish
--- design/flow/config.mk ---
export PLATFORM = sky130hd
export DESIGN_NAME = Fifo
export DESIGN_NICKNAME = Fifo
export VERILOG_FILES = /design/flow/design.v
export SDC_FILE = /design/flow/constraint.sdc
export NUM_CORES = 4
export LEC_CHECK = 1
export CORE_UTILIZATION = 40
==> flow_summary.ini <==
; yosys + openroad results
[grt]
global_route_wire_length_before_repair_mm = 17.6
antenna_found_initial = 0
grt_start_max_net_pins = 33
vias_in_the_first_global_route = 3226
globalRouteTotalUtil_pct = 16.2
grt_overflow = 0

[synthesis]
syn_inst = 310
enable_flop_cells = 128
synth_area_leader_cell = sky130_fd_sc_hd__edfxtp_1
synth_cell_types = 28
synth.cells.most_frequent = sky130_fd_sc_hd__edfxtp_1 (128), sky130_fd_sc_hd__dfrtp_1 (37), sky130_fd_sc_hd__mux4_2 (32), sky130_fd_sc_hd__a22oi_1 (16), sky130_fd_sc_hd__nor2_1 (15)
synth-seq-cells = 166
yosys_cells = 310
netlist_top_cells_area = sky130_fd_sc_hd__edfxtp_1 (62%), sky130_fd_sc_hd__dfrtp_1 (15%), sky130_fd_sc_hd__mux4_2 (12%)
ys.warnings.count = 5
post-synth-top-count-cell = sky130_fd_sc_hd__edfxtp_1
ys_chip_area_mm2 = 0.00625
netlist_area_mm2 = 0.00625
dominant_flop_cell = sky130_fd_sc_hd__edfxtp_1
synth.avg_cell_area_um2 = 20.2
seq_area_frac_synth_pct = 76.7
top_cell_area_share_pct = 61.5
synth-async-reset-ratio_pct = 22.9

[cells_and_area]
nFillCells = 1213
drive_gt1_share_pct = 23.2
syn_to_final_growth_pct = 18.9
final_core_utilization_pct = 48.9
regArea_mm2 = 0.00480
postLayoutCellArea_mm2 = 0.00743
area_of_combinational_cells_with_multiple_inputs_mm2 = 0.00136

[detailed_routing]
totalWireLength_mm = 11.0
insertedDiodeCount = 0
remaining_drc_errors = 0
viasPerCell = 5.21
wl_per_cell_um = 19.7
via_count = 2908
post_route_m1_wl_mm = 4.59
highest_layer = met4
detailedRoute.firstPassIterationCount = 4
wl_met2_mm = 5.24
met3_wirelength_mm = 1.03
ant_nets = 0
drt_iter0_drc = 129

[place]
finalWeightedCongestion = 0.767
io_buffer_count = 22
detailedPlacementHpwl_mm = 6.76
detailed_place.area_mm2 = 0.00678

[die]
placeableCoreArea_mm2 = 0.0152
floorplan.core_util_pct = 41.1
design.die.area_mm2 = 0.0161
std_cell_rows = 45
num_io_pins = 24
fp.dieH_um = 127
die_width_um = 127

[critical_path]
timing.critical_path.required_ns = 2.88
startpoint = reader.present_bin[0]$_DFF_PN0_
path_class = register to output pin
r2r-start = reader.present_empty$_DFF_PN1_
timing.critical_path.to_type = output pin
worst-path-max-fanout = 32
crit_path_start_kind = register
critical_path_arrival_ns = 2.26

[timing]
whs_ns = 0.210
drv_slew = 0
fin_setup_tns_ns = 0
unrepaired_setup_endpoints_after_global_routing = no
fin_worst_skew_ns = 0.0101
worst_slew_margin_rel_pct = 47.5
worst-slew-pin-transition_ns = 0.785
hold_viol_final = 0
setup-violations-final = 0

[hold_path]
hold_path_startpoint = reader.present_gray[0]$_DFF_PN0_
hp-class = register to register

[pwr]
ir_drop_mv = 0.413
cellPowerDensity_mw_per_mm2 = 849
power.total_mw = 6.31
leakagePower_nw = 2.57

[clock_network]
cts_hold_buffers = 0
clock_transition_at_the_register_clock_pins_on_the_worst_setup_and_hold_paths_after_cts_ns = 0.06
tritoncts = built
cts_resized = 0
clkSinkCount = 166
post-cts-setup-buffer-count = 0

[run]
maxCapViolations = 0
stage_log_warnings = 26

[status]
outcome = completed
## layout make-up
cell class	count	share of cell area [%]
Sequential cell	166	64.6
Multi-Input combinational cell	125	18.3
Clock buffer	21	6.92
Timing Repair Buffer	39	5.02
Tap cell	188	3.17
Clock inverter	15	1.84
Inverter	4	0.202
## through the flow
stage               worst slack, ns  std cells
floorplan                      1.31        310
global route                  0.449        558
CTS                           0.593        558
global placement              0.773        522
detailed placement            0.742        522
finish                        0.624        558
## critical path: stages, from the launching register on
cell and delay [ns]:
sky130_fd_sc_hd__dfrtp_2 0.38, sky130_fd_sc_hd__buf_12 0.28, sky130_fd_sc_hd__mux4_2 0.55, sky130_fd_sc_hd__a22oi_1 0.27
sky130_fd_sc_hd__nand2_1 0.11, sky130_fd_sc_hd__clkdlybuf4s50_1 0.40
## cells in the final DEF (no fill, tap or decap)
master	count
sky130_fd_sc_hd__nor3_1	4
sky130_fd_sc_hd__dfrtp_1	36
sky130_fd_sc_hd__nor2_1	15
sky130_fd_sc_hd__bufinv_16	1
sky130_fd_sc_hd__inv_6	2
sky130_fd_sc_hd__a221oi_2	1
sky130_fd_sc_hd__clkinv_4	3
sky130_fd_sc_hd__mux4_2	32
sky130_fd_sc_hd__edfxtp_1	128
sky130_fd_sc_hd__clkbuf_8	1
sky130_fd_sc_hd__or3_1	3
sky130_fd_sc_hd__xor2_1	12
sky130_fd_sc_hd__nand3_1	7
sky130_fd_sc_hd__ha_1	4
sky130_fd_sc_hd__clkinvlp_4	4
sky130_fd_sc_hd__clkbuf_16	20
sky130_fd_sc_hd__clkinv_2	1
sky130_fd_sc_hd__nand2b_1	3
sky130_fd_sc_hd__clkinv_8	1
sky130_fd_sc_hd__nor4_1	1
sky130_fd_sc_hd__inv_1	4
sky130_fd_sc_hd__xnor2_1	9
sky130_fd_sc_hd__a22oi_1	16
sky130_fd_sc_hd__dfstp_2	1
sky130_fd_sc_hd__xor2_2	1
sky130_fd_sc_hd__buf_4	15
sky130_fd_sc_hd__dfrtp_2	1
sky130_fd_sc_hd__and2b_1	1
sky130_fd_sc_hd__clkinv_1	3
sky130_fd_sc_hd__clkdlybuf4s50_1	22
sky130_fd_sc_hd__buf_12	2
sky130_fd_sc_hd__a21boi_0	1
sky130_fd_sc_hd__xor3_1	1
sky130_fd_sc_hd__nor2b_1	2
sky130_fd_sc_hd__and2_1	1
sky130_fd_sc_hd__nand2_1	11
## per-layer routing
metal  track usage (%)  vias up
met3              9.17       10
met1              23.9     1481
li1                  -     1308
met5                 0        -
met2              23.5      109
met4              2.10        0
## path summary, 6_finish.rpt
kind	to	slack [ns]	depth (start not counted)
hold / removal	writer_clk_domain.ptr_1[0]$_DFF_PN0_	0.21	0
max in group clk1	mem.mem[7][1]$_DFFE_PP_	1.53	5
min in group asynchronous	writer_clk_domain.read_sync_ptr[2]$_DFF_PN0_	0.76	1
min in group clk0	reader_clk_domain.write_sync_ptr[3]$_DFF_PN0_	0.34	0
hold reg to reg	writer_clk_domain.ptr_1[0]$_DFF_PN0_	0.21	0
max in group asynchronous	writer.present_bin[0]$_DFF_PN0_	2.37	1
setup / recovery	read_data[0]	0.62	5
setup reg to reg	reader.present_empty$_DFF_PN1_	1.50	7
## power breakdown
group	internal (mW)	switching [mW]	total [mW]	leakage (nW)
registers	2.47	0.193	2.66	1.60
clock network	1.12	0.747	1.87	0.305
logic	0.926	0.854	1.78	0.659
total	4.52	1.79	6.31	2.57
## state kept, by name, summed over array words and instances (netlist names)
signal and count:
reader.present_bin 5, mem.mem 128, writer.present_bin 5, writer_clk_domain.read_sync_ptr 4, reader.present_empty 1, writer.present_full 1, reader.present_gray 4, writer_clk_domain.ptr_1 4
reader_clk_domain.write_sync_ptr 5, reader_clk_domain.ptr_1 5, writer.present_gray 4
## kinds of logic (layout without fill, tap and decap cells)
family | count (synthesis) | count (layout) | synth area share [%]
DFF | 166 | 166 | 76.7
and+or+nand+nor | 48 | 48 | 3.56
muxes | 32 | 32 | 11.5
xor gates and xnor gates | 23 | 23 | 3.58
buffers and inverters | 19 | 79 | 1.50
AOI/OAI and AO/OA | 18 | 18 | 2.28
adders and majority gates | 4 | 4 | 0.801
Power is estimated from default activity; no workload was simulated.
